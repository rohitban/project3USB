### ./run.sh
#!/bin/bash
# OpenROAD 26Q1-2900-gdf79404cd8, Yosys 0.63+post, stock flow scripts
make -C /OpenROAD-flow-scripts/flow DESIGN_CONFIG=/design/flow/config.mk WORK_HOME=/design/flow/orfs finish
### ./config.mk
export PLATFORM = sky130hd
export DESIGN_NAME = fifo
export DESIGN_NICKNAME = fifo
export VERILOG_FILES = /design/flow/design.v
export SDC_FILE = /design/flow/constraint.sdc
export NUM_CORES = 4
export LEC_CHECK = 1
export CORE_UTILIZATION = 40
### ./constraint.sdc
current_design fifo

set clk_period 3.8
set clk_io_pct 0.2

create_clock -name clk0 -period $clk_period [get_ports {clk}]

set non_clock_inputs [all_inputs -no_clocks]
set_input_delay [expr $clk_period * $clk_io_pct] -clock clk0 $non_clock_inputs
set_output_delay [expr $clk_period * $clk_io_pct] -clock clk0 [all_outputs]
### ./design.v
module crc(
	input  logic clk, rst_n,
	input  logic 				s_in,
	input  logic 				start, endr,
	input  logic [1:0]  pkt_type,
	input  logic        pause,
	output logic        start_b, endr_b,
	output logic				s_out
	);
	logic crc_cout;
	logic crc16_out;
	logic crc5_ready, crc5_done, crc5_start, crc5_rec;
	logic re, we;
	logic full, empty;
	logic bit_out, bit_in;
	logic incr, clr;
	logic [5:0] delay_count;
	logic send;  
	assign sel_crctype = (pkt_type == 2'b1) ? 0 : 1;
	crc5			tcrc(.clk, .rst_n, 
								 .s_in,
								 .crc5_start, .crc5_ready, .crc5_done,
								 .crc5_out, .crc5_rec,
								 .send);
	fifo					q(.clk, .rst_n,
									.we, .re,
									.bit_in(s_in), .bit_out(s_out),
									.full, .empty);
	counter #(6)  delay(.clk, .rst_n,
											.clr, .en(incr),
											.count(delay_count));
	mux2to1 			 qmux(.Y(bit_in), 
										  .I0(s_in), .I1(crc_out),
										  .sel(sel_crc));
	mux2to1				cmux(.Y(crc_out), 
										 .I0(crc5_out), .I1(crc16_out),
										 .sel(sel_crctype));
	fsm 					 ctrl(.*);
endmodule : crc
module fsm(
	input  logic clk, rst_n, 
	output logic clr,
	input  logic 			 start, endr,
	input  logic [1:0] pkt_type,
	input  logic       empty,
	output logic 			 we, re,
	output  logic 			 crc5_rec,
	input   logic       crc5_ready,
	input   logic			 crc5_done,
	output  logic       crc5_start,
	output  logic 			send,
	input  logic [5:0] delay_count,
	output logic 			 incr,
	input  logic       pause,
	output logic       start_b, endr_b,
	output logic 			 sel_crc
	);
	enum {WAIT, TOK0, TOK1, TOK2, TOK3, TOK4} cs, ns;
	always_ff@(posedge clk)
		if(~rst_n)
			cs <= WAIT;
		else
			cs <= ns;
	always_comb begin
		send = 0;  
		clr = 0; sel_crc = 0; re = 0; we = 0; incr = 0;	
		crc5_rec = 0; crc5_start = 0; start_b = 0; endr_b = 0;
		case(cs)
			WAIT : begin
				ns = (start) ? TOK0 : WAIT;
				clr = (start) ? 1 : 0;
			end
			TOK0 : begin 
				ns = (delay_count < 8) ? TOK0 : TOK1;
				we = 1;
				incr = 1;
				start_b = (delay_count < 8) ? 0 : 1;
			end
			TOK1 : begin
				if(delay_count < 16 && ~pause) begin
					ns = TOK1;
					we = 1;
					re = 1;
					incr = 1;
				end
				else if(delay_count < 16 && pause) begin
					ns = TOK1;
					we = 1;
					incr = 1;
				end
				else if(delay_count >=16 && pause) begin
					ns = TOK2;
					we = 1;
					crc5_start = 1;
				end
				else if(delay_count >= 16 && ~pause) begin
					ns = TOK2;
					we = 1;
					re = 1;
					crc5_start = 1;
				end
			end
			TOK2 : begin 
				ns = (endr) ? TOK3 : TOK2;
				we = (endr) ? 0 : 1;
				re = 1;
				we = (endr) ? 0 : 1;
			end
			TOK3 : begin
				ns = (crc5_ready) ? TOK4 : TOK3;
				re = 1;
			end			
			TOK4 : begin
				if(crc5_done)
					if(~empty) begin
						ns = TOK4;
						re = 1;
					end
					else begin
						ns = WAIT;
						crc5_rec = 1;
						endr_b = 1;
					end
				else begin
					ns = TOK4;
					we = 1;
					re = (empty) ? 0 : 1;
					send = 1;  
					sel_crc = 1;
				end
			end
		endcase
	end
endmodule: fsm
module fifo
  (input  logic        clk, rst_n,
   input  logic        we, re,
   input  logic        bit_in,
   output logic        full, empty,
   output logic        bit_out);
	logic [5:0] count;
  bit [31:0] Q;
  logic [4:0]  putPtr, getPtr;  
  assign empty = (count == 0),
         full  = (count == 6'd32),
         bit_out = Q[getPtr];
  always_ff@(posedge clk, negedge rst_n)
  begin
    if (~rst_n) begin
      count <= 0;
      getPtr <= 0;
      putPtr <= 0;
    end
    else begin
      if(we & re & (!full) & (!empty)) begin
        Q[putPtr] <= bit_in;
        putPtr <= putPtr + 1;
        getPtr <= getPtr + 1;
      end
      else if(we & (!full)) begin
        Q[putPtr] <= bit_in;
        putPtr <= putPtr + 1;
        count <= count + 1;
      end
      else if(re & (!empty)) begin
        getPtr <= getPtr + 1;
        count <= count - 1;
      end
    end
  end
endmodule : fifo
==> results.sh <==
# yosys + openroad results
export IMPL_rsz0062_at_grt="no"
export IMPL_cts_hold_buf=0
export IMPL_overflow=0
export IMPL_cts_buffers=5
export IMPL_netlist_area_sq_um=2803
export IMPL_dr_pass1_iters=4
export IMPL_fin_ws_ps=298.3
export IMPL_final_setup_skew_ps=20.67
export IMPL_whs_endpoint="getPtr[3]"
export IMPL_syn_avg_cell_area_sq_um=11.83
export IMPL_logic_area_sq_um=1350
export IMPL_crit_fanout=11
export IMPL_avgViaCountPerCell=5.417
export IMPL_worstSkewPairLatency_ps=310
export IMPL_netSwitchingFraction_pct=38.92
export IMPL_wl_met1_microns=2631
export IMPL_fmax_mhz=285.6
export IMPL_synth_cell_types=41
export IMPL_area_leaders="edfxtp_1 34%, dfrtp_1 14%, mux4_2 8.0%"
export IMPL_syn2layout_area_growth_pct=10.49
export IMPL_num_antenna_cells=0
export IMPL_drive_above_1_share_pct=18.60
export IMPL_post_cts_resized=0
export IMPL_core_area_sq_um=6794
export IMPL_gp_congestion=0.8216
export IMPL_path_common_cell="mux4_2"
export IMPL_fillers=597
export IMPL_rr_startpoint="count[0]"
export IMPL_die_y_microns=85.71
export IMPL_grt_pass1_vias=1762
export IMPL_yosys_cell_count_top_type="o21ai_0"
export IMPL_ys_cells=237
export IMPL_hold_path_depth=1
export IMPL_end_kind="output pin"
export IMPL_finalSetupTns_ps=0
export IMPL_numSynthFlops=48
export IMPL_clk_pin_slew_ps=90
export IMPL_ys_flop_type="edfxtp_1"
export IMPL_drtIter0Drc=114
export IMPL_dieArea_sq_um=7345
export IMPL_min_delay_path_class="flip-flop to flip-flop"
export IMPL_routed_wl_microns=5424
export IMPL_via_count=1831
export IMPL_async_reset_ff_share_pct=33.33
export IMPL_max_stage_delay_ps=710
export IMPL_dp_hpwl_microns=3758
export IMPL_cp_required_ps=3040
export IMPL_final_antenna_net_count=0
export IMPL_top_cells_by_count="43 x o21ai_0, 32 x edfxtp_1, 18 x nor2_1"
export IMPL_p_seq_share_pct=37.3
export IMPL_initCoreUtil_pct=41.25
export IMPL_crit_family="multiplexers"
export IMPL_arrival_ps=2740
export IMPL_clk_path_buf_depth=2
export IMPL_ctsHtreeMaxLevel=2
export IMPL_dp_slack_ps=629.8
export IMPL_top_area_cell="edfxtp_1"
export IMPL_final_hold_viol_count=0
export IMPL_cap_violations=0
export IMPL_wl_met3_microns=392
export IMPL_drc=0
export IMPL_p_int_w=0.001525
export IMPL_path_class="flip-flop to output pin"
export IMPL_flop_area_sq_um=1361
export IMPL_worst_r2r_cell_count=9
export IMPL_status="finished clean"
export IMPL_postCtsSetupBuffers=0
export IMPL_setup_viol=0
export IMPL_combPwrFrac_pct=44.9
export IMPL_report_final_slew_viol_count=0
export IMPL_edf_count=32
export IMPL_route_met2_wl_microns=2350
export IMPL_cts_sink_count=48
export IMPL_log_warning_count=28
export IMPL_wl_per_cell_microns=16.05
export IMPL_hp_start="getPtr[3]"
export IMPL_placementRows=30
export IMPL_fin_crit_sh_pct=92.15
export IMPL_cts_tree="done"
export IMPL_tightestPinTransition_ps=764.6
export IMPL_p_leak_nw=1.063
export IMPL_die_w_microns=85.71
export IMPL_num_io_pins=8
export IMPL_p_clk_share_pct=17.9
export IMPL_cp_num_buf_inv=1
export IMPL_critPathLaunchType="flip-flop"
export IMPL_reg2reg_slack_ps=1000
export IMPL_io_buffers=7
export IMPL_crit_chain="mux4_2 > mux4_2 > mux2_2 > clkdlybuf4s50_1"
export IMPL_fin_crit_ps=3502
export IMPL_p_sw_w=0.0009717
export IMPL_seq_area_frac_synth_pct=48.57
export IMPL_r2r_end="count[5]"
export IMPL_synth_warning_count=1
export IMPL_max_slew_margin_pct=49.03
export IMPL_synthCells=237
export IMPL_cts_root_buf="clkbuf_8"
export IMPL_ys_area_sq_um=2803
export IMPL_vdd_drop_max_mv=0.3563
export IMPL_crit_path_top_delay_cell="dfrtp_1"
export IMPL_top_layer="met4"
export IMPL_top_area_share_pct=34.29
export IMPL_grt_max_degree=33
export IMPL_antenna_found_initial=0
export IMPL_track_usage_pct=16.99
export IMPL_grt_first_pass_wirelength_microns=9149
export IMPL_power_density_nw_per_um2=806.3
==> layout by cell type (no fill, tap or decap), types with 4 or more instances in the layout <==
cell and count:
edfxtp_1 32, clkbuf_8 5, dfrtp_1 16, xnor2_1 14, a21oi_1 8, mux2_2 14, buf_4 4, nand3_1 7
nand2_1 12, o21ai_0 43, nand4_1 6, mux4_2 10, nor2_1 18, ha_1 9, clkdlybuf4s50_1 7
==> registers in the layout, indices dropped and copies added (netlist names) <==
register / flops
count: 6
Q: 32
getPtr: 5
putPtr: 5
==> how the worst max path moves through the flow <==
stage	from	endpoint	slack [ps]	depth (start not counted)
after CTS	getPtr[0]	bit_out	270	4
after global routing	getPtr[0]	bit_out	140	4
final	getPtr[0]	bit_out	300	4
==> metal layers <==
layer | vias to the layer above | track usage (%)
met5 | - | 0
met1 | 875 | 29.64
li1 | 892 | -
met2 | 59 | 23.13
met4 | 0 | 1.515
met3 | 5 | 5.469
==> per-stage QoR <==
stage / instances / power [W] / util [%] / hold WS [ps] / area (sq um)
after global placement: 330 / 0.002053 / 43.55 / 499.4 / 2959
after global routing: 338 / 0.002698 / 45.58 / 538.0 / 3097
after floorplan: 237 / 0.001764 / - / 464.4 / 2803
after detailed placement: 330 / 0.002061 / 43.55 / 504.5 / 2959
final: 338 / 0.002497 / 45.58 / 522.9 / 3097
after CTS: 338 / 0.002513 / 45.58 / 522.6 / 3097
==> power by group through the flow <==
stage | sequential, W | combinational [W] | clock [W]
after global routing | 0.000966 | 0.00126 | 0.000474
final | 0.000930 | 0.00112 | 0.000446
after CTS | 0.000933 | 0.00112 | 0.000456
==> final cells by class <==
| class | count | share of cell area, % |
|---|---|---|
| clock inverter | 3 | 2.222 |
| multi-input combinational | 171 | 43.60 |
| clock buffer | 5 | 2.222 |
| sequential | 48 | 43.96 |
| timing repair buffer | 11 | 3.232 |
| inverter | 4 | 0.8889 |
| tap | 96 | 3.879 |
==> cells by family (layout without fill, tap and decap cells) <==
group           count (synthesis)  in the layout  share of synthesized area (%)
simple gates                   54             54                          9.420
flops                          48             48                          48.57
mux                            28             28                          15.62
compound gates                 62             62                          12.41
fa+ha+maj                      10             10                          4.732
buf+inv                        18             23                          3.259
xor+xnor                       17             17                          5.982
Power and IR drop assume default switching activity.
